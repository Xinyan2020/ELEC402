$ cat flow/design.v
module vending_machine(input logic clk, input logic rst, input logic start, input logic [1:0]sel,
			input logic en_one, input logic en_two, input logic en_five,
			output logic productA, output logic productB, output logic productC,
			output logic error, output logic en_change, output logic done);
enum{WAIT,SEL,IDENTIFY,RECEIVE,SUM,CHECK,CAL_CHANGE,OUTPUT_CHANGE,OUTPUT_PRODUCT,DONE}state;
parameter priceA = 2;
parameter priceB = 5;
parameter priceC = 7;
logic [4:0]wait_cnt;
logic [3:0]total_count;
logic [2:0]count_one,count_two,count_five;
logic [2:0]change;
logic buyA,buyB,buyC;
always @(posedge clk) begin
	if(rst == 0)begin
		state <=WAIT;
		{count_one,count_two,count_five} <= 6'b000000;
		{productA,productB,productC} <= 3'b000;	
		{buyA,buyB,buyC} <= 0;
		total_count <= 0;
		wait_cnt <= 0;	
		change <= 0;
		en_change <= 0;
		done <= 0;					
		error <= 0;		
	end
	else begin
		case(state)
			WAIT: begin
				{count_one,count_two,count_five} <= 6'b000000;
				{productA,productB,productC} <= 3'b000;	
				{buyA,buyB,buyC} <= 0;
				total_count <= 0;
				wait_cnt <= 0;	
				change <= 0;
				done <= 0;					
				error <= 0;	
				en_change <= 0;
				if(start == 1'b1)
					state <= SEL;
				else
					state <= WAIT;
			end
			SEL: begin
				state <= IDENTIFY;
				case(sel)
					2'b01: buyA <= 1'b1;
					2'b10: buyB <= 1'b1;
					2'b11: buyC <= 1'b1;
					default: {buyA,buyB,buyC} <= 3'b000;
				endcase
			end
			IDENTIFY: begin
				if(en_one == 1'b1 || en_two == 1'b1 || en_five == 1'b1)
					state <= RECEIVE;
				else begin
					wait_cnt <= wait_cnt + 1'b1;
					if(wait_cnt == 30) begin
						state <= CAL_CHANGE;
						error <= 1;
					end
					else
						state=IDENTIFY;
				end						
			end
			RECEIVE: begin
					state <= SUM;
					if(en_one == 1'b1)
						count_one <= count_one + 1'b1;
					if(en_two == 1'b1)
						count_two <= count_two + 1'b1;
					if(en_five == 1'b1)
						count_five <= count_five + 1'b1;
			end
			SUM: begin
				state <= CHECK;
				total_count <= count_one + 2*count_two + 5*count_five;
			end
			CHECK:begin
				if(buyA == 1'b1) begin
					if(total_count < priceA) 
						state <= IDENTIFY;
					else state <= CAL_CHANGE;
				end
				if(buyB == 1'b1) begin
					if(total_count < priceB) 
						state <= IDENTIFY;
					else state <= CAL_CHANGE;
				end
				if(buyC == 1'b1) begin
					if(total_count < priceC)
						state <= IDENTIFY;
					else state <= CAL_CHANGE;
				end
			end
			CAL_CHANGE: begin
				state <= OUTPUT_CHANGE;
				if(wait_cnt < 30)begin
					case({buyA,buyB,buyC})
						3'b100: change <= (total_count - priceA);
						3'b010: change <= (total_count - priceB);
						3'b001: change <= (total_count - priceC);
					default: change <= 3'b000;
					endcase
				end
				else 
					change <= total_count;
			end
			OUTPUT_CHANGE:begin
				if(change > 0 )begin
					state <= OUTPUT_CHANGE;
					change <= change - 1'b1;
				end
				else begin
					if(wait_cnt < 30)
						state <= OUTPUT_PRODUCT;
					else
						state <= DONE;
				end
			end
			OUTPUT_PRODUCT: begin
				state <= DONE;
				case({buyA,buyB,buyC})
					3'b100: productA = 1;
					3'b010: productB = 1;
					3'b001: productC = 1;
					default: {productA,productB,productC} = 3'b000;
				endcase
			end
			DONE: begin
				state <= WAIT;
				done <= 1;
			end
		endcase
	end
end
always@(*) begin
	case(state)
		OUTPUT_CHANGE: begin
			if(change > 0) en_change = 1;
			else en_change = 0;
		end
	endcase
end
endmodule
$ cat flow/run.sh
#!/bin/bash
# OpenROAD 26Q1-2900-gdf79404cd8, Yosys 0.63+post, stock flow scripts
make -C /OpenROAD-flow-scripts/flow DESIGN_CONFIG=/design/flow/config.mk WORK_HOME=/design/flow/orfs finish
$ cat flow/config.mk
export PLATFORM = sky130hd
export DESIGN_NAME = vending_machine
export DESIGN_NICKNAME = vending_machine
export VERILOG_FILES = /design/flow/design.v
export SDC_FILE = /design/flow/constraint.sdc
export NUM_CORES = 4
export LEC_CHECK = 1
export CORE_UTILIZATION = 40
$ cat flow/constraint.sdc
current_design vending_machine

set clk_period 2.3
set clk_io_pct 0.2

create_clock -name clk0 -period $clk_period [get_ports {clk}]

set non_clock_inputs [all_inputs -no_clocks]
set_input_delay [expr $clk_period * $clk_io_pct] -clock clk0 $non_clock_inputs
set_output_delay [expr $clk_period * $clk_io_pct] -clock clk0 [all_outputs]
==> run notes <==
Implementation results are summarized by area below.

Synth
Yosys reports that the most numerous cell types are 39 x sky130_fd_sc_hd__dfxtp_1, 28 x sky130_fd_sc_hd__nor2_1, 19 x sky130_fd_sc_hd__a21oi_1. The mean instance size in the synthesized netlist is 8.38 µm². The number of unique standard cell types used by synthesis is 50. The most used flip-flop cell after synthesis is sky130_fd_sc_hd__dfxtp_1. The number of enable flip-flop cells is 0. In this run the cell area of the synthesized design comes to 2220 µm². Synthesis inferred 39 register bits.

The area reported by Yosys stat is 2220 µm². Per Yosys stat, the portion of area used by sequential elements is 0.352. The synth_stat.txt file lists the number of cells as 265. The area fraction of the largest cell type after synthesis is 0.352. Of all flip-flops after synthesis, the portion carrying an async set or reset was 0. Sorting the Yosys area breakdown by cell type puts at the top sky130_fd_sc_hd__dfxtp_1. The cell count after synthesis came out at 265.

During synthesis, Yosys emitted a total of 3 warnings. sky130_fd_sc_hd__dfxtp_1 is the most common cell in the netlist. The main area contributors are sky130_fd_sc_hd__dfxtp_1 35%, sky130_fd_sc_hd__ha_1 8.5%, sky130_fd_sc_hd__nor2_1 4.7%, sky130_fd_sc_hd__a21oi_1 4.3%, sky130_fd_sc_hd__o21ai_0 4.1%.

Clock tree
The CTS sink count is 39. The root cell of the clock tree is sky130_fd_sc_hd__clkbuf_8. The CTS report gives the tree buffer count as 5. The worst-skew pair later-pin latency is 0.29 ns. The clock slew seen by the registers of the worst setup and hold paths is 0.08 ns.

The post-cts hold buffer count is 0. The H-tree was split into 2 levels. In this run the deepest clock path goes through 2 buffers.

TritonCTS built the clock tree.

Floorplan
The horizontal die dimension is 76.5 µm. For reference, the placement row count at floorplan is 26. The overall die size recorded for this design is 5850 µm². The region available for standard cell placement spans 5240 µm². From bottom edge to top edge, the die measures 76.5 µm. The starting density of the core is 0.424. The number of placed I/O pins is 14.

Timing
Setup repair after global routing left no endpoint under its margin. The total count of max-transition violations in the final report is 0. The hold violation count in the final report is 0.

The actual slew at the worst max-slew pin is 0.511 ns. Of the available clock period, the critical path in the final layout requires 0.935. The minimum setup slack in the final design is 0.149 ns. The post-route clock skew is 0.00931 ns. The number of setup violations in the final report is 0. The final hold slack is 0.481 ns. The sum of negative setup slack is 0 ns. The headroom to the max-slew limit is 0.659. Per the timing report, the achievable frequency comes out to 0.465 GHz. Counting I/O delays and the setup requirement, the final critical path takes 2.15 ns.

Setup path
The worst register-to-register path has a setup slack of 0.15 ns. The required time at the endpoint of the critical path is 2.51 ns. The length in cells of the worst reg-to-reg path is 7. The cell sequence reported for the critical path is ha_1, ha_1, fa_1, ha_1, xnor2_1, xnor2_1, a211oi_1. The critical path startpoint category is a flip-flop. Among all stages on the critical path, the largest delay is contributed by sky130_fd_sc_hd__fa_1. The worst reg2reg path startpoint is count_five[0]. The arrival time at the worst endpoint is 2.37 ns. The delay of the slowest critical-path stage is 0.46 ns. The critical path in this run is classified as flip-flop to flip-flop. The most critical setup path has its startpoint at count_five[0]. Looking at the reg2reg group, the worst path ends at total_count[3]. Counting stages on the worst path, the most repeated cell is sky130_fd_sc_hd__ha_1. The critical path endpoint category is a flip-flop. The highest fanout seen on the critical path is 5.

Routing
The number of DRC violations after detailed-routing iteration 0 is 69. The per-cell via count in the routed design is 5.27. The total detailed-routing wirelength is 4.37 mm. The detailed router placed 1825 vias in this run. The average wire length per cell after detail routing is 12.6 µm. The number of DRC violations after detailed routing is 0. The number of antenna-violating nets in the routed design is 0. The count of antenna diodes in the layout is 0. The pre-antenna-repair detailed-routing pass consisted of 4 iterations.

Global routing
In the global route stage, overall resource usage came out at 0.156. Entering global routing, the biggest net connects 25 pins. The number of antenna violations at the first check in global routing is 0. The first global-routing pass estimated 7.33 mm of wire. The number of global-route vias before repair came to 1582. After global routing the overflow that remains totals 0.

Final layout
The synthesis-to-finish area growth is 12.2%. After filler insertion, the fill cell instance count of the layout stands at 500. The share of cells above drive strength 1 is 0.0688.

Power
The worst vdd rail ir drop is 0.324 mV. The power per standard cell area is 493 nW/µm². The leakage component of the power was reported as 0.939 nW. The total power is 1.23 mW.

Place
The placement-stage worst setup slack is 0.117 ns. After legalization and detailed placement, the total HPWL measured 3.09 mm. The weighted congestion reported at the end of routability-driven placement is 0.833.

The count of input and output buffers is 12.

Flow run
The count of max-cap constraint violations is 0. OpenROAD emitted warnings numbering 29.

Hold path
The worst-case hold path end point is error. Looking at hold timing, the worst path starts from error. Along the worst hold path, the cell count comes to 2.

STA reports the tightest min-delay check as being of type flip-flop to flip-flop.

Status
The run finished with clean final reports.
## critical path: cells and delay by family, from the launching register on
| family | cells | cell delay, ns |
|---|---|---|
| AND-OR/OR-AND | 1 | 0.21 |
| adder cells (fa/ha/maj) | 4 | 1.26 |
| XOR/XNOR | 2 | 0.25 |
| flip-flops | 1 | 0.35 |
## worst max-delay path by stage
| stage | slack [ns] | to |
|---|---|---|
| finish | 0.15 | total_count[3] |
| global route | 0.03 | total_count[3] |
| CTS | 0.09 | total_count[3] |
## registers in the layout (all words and copies together), names as in the netlist, 3 cells and up
name	cells
change	3
count_five	3
count_two	3
total_count	4
count_one	3
state	10
wait_cnt	5
## metal layers
layer  GRT usage  vias to the layer above  routed length, µm
li1            -                      962                  -
met5           0                        -                  0
met4      0.0135                        0                 47
met3      0.0316                        5                169
met2       0.248                       29               1940
met1       0.234                      829               2210
## kinds of logic (layout without fill, tap and decap cells)
group           Yosys count  after routing  synth area share
buf+inv                  35             46            0.0659
fa+ha+maj                18             18             0.112
xor+xnor                 10             10            0.0394
other cells               1              1           0.00169
flops                    39             39             0.352
compound gates           76             76             0.221
mux                       1              1           0.00451
simple gates             85             85             0.204
## where the power goes
part | leakage, nW | internal, mW | switching, mW
logic | 0.575 | 0.0357 | 0.0505
clock network | 0.0477 | 0.207 | 0.237
registers | 0.316 | 0.683 | 0.0151
## layout by cell type, fill, tap and decap left out, types with 2 or more instances in the layout
cell type                         Yosys  final
sky130_fd_sc_hd__a21oi_1             19     19
sky130_fd_sc_hd__buf_4                1      7
sky130_fd_sc_hd__a22o_1               2      2
sky130_fd_sc_hd__xor2_1               2      2
sky130_fd_sc_hd__and3b_1              2      2
sky130_fd_sc_hd__and3_1               3      3
sky130_fd_sc_hd__o31ai_1              2      2
sky130_fd_sc_hd__a32oi_1              6      6
sky130_fd_sc_hd__a311oi_1             4      4
sky130_fd_sc_hd__nor3_1               4      4
sky130_fd_sc_hd__nor2b_1              4      4
sky130_fd_sc_hd__a31oi_1              9      9
sky130_fd_sc_hd__ha_1                15     15
sky130_fd_sc_hd__o221ai_1             2      2
sky130_fd_sc_hd__or3_1                2      2
sky130_fd_sc_hd__clkinv_2             0      3
sky130_fd_sc_hd__clkdlybuf4s50_1      0     12
sky130_fd_sc_hd__a22oi_1              2      2
sky130_fd_sc_hd__inv_1               18     18
sky130_fd_sc_hd__o21a_1               3      3
sky130_fd_sc_hd__xnor2_1              8      8
sky130_fd_sc_hd__a211oi_1             2      2
sky130_fd_sc_hd__nand3_1              4      4
sky130_fd_sc_hd__nor3b_1              4      4
sky130_fd_sc_hd__fa_1                 3      3
sky130_fd_sc_hd__nor2_1              28     28
sky130_fd_sc_hd__o21ai_0             18     18
sky130_fd_sc_hd__o211ai_1             2      2
sky130_fd_sc_hd__nand2b_1             5      5
sky130_fd_sc_hd__clkbuf_8             0      5
sky130_fd_sc_hd__or4b_1               3      3
sky130_fd_sc_hd__nand2_1             16     16
sky130_fd_sc_hd__and4_1               2      2
sky130_fd_sc_hd__nand3b_1             2      2
sky130_fd_sc_hd__dfxtp_1             39     38
## layout make-up
| cell class | instances | area (µm²) | share of cell area |
|---|---|---|---|
| clock buffers | 5 | 68.8 | 0.0276 |
| clock inverters | 3 | 15.0 | 0.00603 |
| flip-flops and latches | 39 | 782 | 0.314 |
| repair buffers | 19 | 173 | 0.0693 |
| inverters | 19 | 71.3 | 0.0286 |
| multi-input cells | 191 | 1290 | 0.519 |
| well taps | 70 | 87.6 | 0.0352 |
## stage by stage
step / cells / util / instance area (µm²)
global placement: 338 / 0.459 / 2410
CTS: 346 / 0.475 / 2490
finish: 346 / 0.476 / 2490
floorplan: 265 / - / 2220
global route: 346 / 0.476 / 2490
detailed placement: 338 / 0.459 / 2410
## timing repair
action	in CTS	in global routing
setup buffers	0	0
setup endpoints to repair	0	1
gates resized	0	1
Power is estimated from default activity; no workload was simulated.
